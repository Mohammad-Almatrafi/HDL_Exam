File: /design/flow/config.mk
export PLATFORM = sky130hd
export DESIGN_NAME = task2
export DESIGN_NICKNAME = task2
export VERILOG_FILES = /design/flow/design.v
export SDC_FILE = /design/flow/constraint.sdc
export NUM_CORES = 4
export LEC_CHECK = 1
export CORE_AREA = 10 10 90 90
export DIE_AREA = 0 0 100 100
File: /design/flow/constraint.sdc
current_design task2

set clk_period 3.0
set clk_io_pct 0.2

create_clock -name clk0 -period $clk_period [get_ports {clk}]

set non_clock_inputs [all_inputs -no_clocks]
set_input_delay [expr $clk_period * $clk_io_pct] -clock clk0 $non_clock_inputs
set_output_delay [expr $clk_period * $clk_io_pct] -clock clk0 [all_outputs]
File: /design/flow/design.v
module Counter_nBit #(
    parameter bits = 4
) (
    clk,
    rst_n,
    en,
    load,
    d,
    q
);
  input clk, rst_n, en, load;
  input logic [bits-1:0] d;
  output logic [bits-1:0] q;
  always @(posedge clk, negedge rst_n) begin
    if (~rst_n) q <= '0;
    else if (en) begin
      if (load) q <= d;
      else q <= q + 1;
    end
  end
endmodule
`timescale 1ns / 1ps
module D_Register #(
    parameter bits = 8
) (
    input logic clk,
    input logic rst_n,
    input logic en,
    input logic [bits-1:0] d,
    output logic [bits-1:0] q
);
  always @(posedge clk, negedge rst_n) begin
    if (~rst_n) q <= '0;
    else if (en) q <= d;
    else q <= q;
  end
endmodule
module shiftCon #(
    parameter n = 5
) (
    input logic clk,
    input logic rst_n,
    input logic Control_bit,
    input logic Serial_in,
    output logic [n-1:0] q
);
  always @(posedge clk, negedge rst_n) begin
    if (~rst_n) q <= 0;
    else begin
      if (Control_bit) begin
        q = (q >> 1);
        q[n-1] = Serial_in;
      end else q <= q;
    end
  end
endmodule
module task2 (
    input clk,
    input rst_n,
    input load,
    input [3:0] A,
    input [3:0] B,
    input start,
    output [3:0] sum,
    output done
);
  logic [3:0] A_r, B_r;
  logic [1:0] muxOut;
  logic [1:0] count;
  logic y;
  logic cin;
  logic cout;
  Counter_nBit #(
      .bits(2)
  ) counter (
      .clk(clk),
      .rst_n((~start) & rst_n),
      .en(equality),
      .load('b0),
      .d('b0),
      .q(count)
  );
  assign equality = ~(count == 2'b11);
  assign done = ~equality;
  D_Register #(
      .bits(4)
  ) register_a (
      .clk(clk),
      .rst_n(rst_n),
      .en(load),
      .d(A),
      .q(A_r)
  );
  D_Register #(
      .bits(4)
  ) register_b (
      .clk(clk),
      .rst_n(rst_n),
      .en(load),
      .d(B),
      .q(B_r)
  );
  assign muxOut = {A_r[count], B_r[count]};
  assign {cout, y} = muxOut[0] + muxOut[1] + cin;
  D_Register #(
      .bits(1)
  ) register_c (
      .clk(clk),
      .rst_n((~start) & rst_n),
      .en(1'b1),
      .d(cout),
      .q(cin)
  );
  logic shien;
  D_Register #(
      .bits(1)
  ) register_e (
      .clk(clk),
      .rst_n(rst_n),
      .en(1'b1),
      .d(equality),
      .q(shien)
  );
  shiftCon #(
      .n(4)
  ) rrrreg (
      .clk(clk),
      .rst_n(rst_n),
      .Control_bit(shien),
      .Serial_in(y),
      .q(sum)
  );
endmodule
File: /design/flow/run.sh
#!/bin/bash
# OpenROAD 26Q1-2900-gdf79404cd8, Yosys 0.63+post, stock flow scripts
make -C /OpenROAD-flow-scripts/flow DESIGN_CONFIG=/design/flow/config.mk WORK_HOME=/design/flow/orfs finish
==> impl_metrics.tcl <==
# implementation run metrics
set metrics [dict create \
    worstRegToRegCells 4 \
    sum_of_met2_wire_segment_lengths_after_detailed_routing_um 452 \
    post_synth.cell_area_avg_um2 15.85 \
    layout_cells_sized_above_1 0.2951 \
    fillers 691 \
    timing.rr.start "counter.q[0]$_DFFE_PN0N_" \
    worstSetupStartpointType "flop" \
    worst-endpoint-arrival_ns 1.46 \
    post_cts_setup_buffer_count 0 \
    die_boundary_width_um 100 \
    final-setup-viol-count 0 \
    std_cell_rows 29 \
    routed-via-count 377 \
    post_drt_wl_per_cell_um 8.942 \
    design.core.area_um2 6277 \
    drt-vias-per-instance 2.732 \
    initial_core_util 0.1060 \
    yosys_register_bits 16 \
    ff2ff_setup_slack_ns 1.33 \
    worst_skew_pair_latency_ns 0.24 \
    ant_nets 0 \
    power-per-cell-area_nw_per_um2 525.3 \
    min_path_cells 1 \
    drt-initial-drc-count 7 \
    period_minus_slack_ns 2.064 \
    drv_cap 0 \
    cp_max_fo 4 \
    warnings 25 \
    synth_cell_type_count 10 \
    ant_diodes 0 \
    tritoncts_clock_tree "done" \
    post-dp-hpwl_mm 1.043 \
    chipArea_um2 10000 \
    status "finished, final reports clean" \
    finalMaxSlewViolations 0 \
    htree_levels 1 \
    worst-setup-path-type "flop to output pin" \
    grt_max_degree 15 \
    final.period_utilization 0.6879 \
    worst-slew-pin-transition_ns 0.6087 \
    syn_to_final_growth_pct 46.05 \
    yosysCellCount 42 \
    cts.path.max_buffers 2 \
    final.setup.tns_ns 0 \
    port-buffer-count 16 \
    synth_cells 42 \
    cp_data_required_time_ns 2.40 \
    worstHoldEndpoint "register_b.q[1]$_DFFE_PN0P_" \
    unrepaired_setup_endpoints_after_global_routing "no" \
    achievable-frequency_mhz 484.5 \
    antenna_found_initial 0 \
    ir_drop_worst_vdd_mv 0.2800 \
    top_area_cell "dfrtp_1" \
    drc 0 \
    yosys-top-cells-area "dfrtp_1 (60%), mux2_2 (20%), mux4_2 (6.8%)" \
    grt_pass1_wl_mm 2.270 \
    route.met3.wl_um 202 \
    ios 17 \
    clock_transition_at_the_register_clock_pins_on_the_worst_setup_and_hold_paths_after_cts_ns 0.06 \
    worst_hold_slack_ns 0.5070 \
    static-leakage-power_uw 0.0004004 \
    grt_usage 0.02843 \
    number_of_detailed_route_iterations_in_the_first_pass 3 \
    inserted_clock_buffers 3 \
    yosys_warnings 6 \
    floorplan.die.height_um 100 \
    finalClockSkew_ns 0.002999 \
    synth.cell_area_um2 665.6 \
    gp_congestion 0.7151 \
    synth.top_cell.area_share 0.6015 \
    synth_chip_area_um2 665.6 \
    min-delay-path-class "flop to flop" \
    clk_root_buffer_cell "clkbuf_8" \
    cts-hold-fix-buffers 0 \
    yosysSeqAreaShare 0.6015 \
    maxUsedRoutingLayer "met3" \
    first_global_vias 447 \
    wl_met1_um 579 \
    cts_num_sinks 16 \
    relSlewSlack 0.5930 \
    hold_viol_final 0 \
    utilization 0.1549 \
    routed_wirelength_mm 1.234 \
    worstHoldStart "register_b.q[1]$_DFFE_PN0P_" \
    crit-reg2reg-capture "rrrreg.q[3]$_DFFE_PN0P_" \
    globalRouteOverflowTotal 0 \
    crit_path_end_kind "output pin" \
    post_cts.resized_instances 0 \
]
## Yosys cell counts
master,n
mux2_2,12
fa_1,1
mux2i_1,1
mux4_2,2
dfrtp_1,16
xnor2_1,1
buf_2,1
ha_1,1
nor2b_1,1
inv_1,6
## worst max path at each step
stage	startpoint	endpoint	slack (ns)
after global routing	counter.q[0]$_DFFE_PN0N_	done	0.81
after CTS	counter.q[0]$_DFFE_PN0N_	done	0.90
final	counter.q[0]$_DFFE_PN0N_	done	0.94
## state kept, by name (all words and copies together) (netlist names)
register	cells
counter.q	2
register_c.q	1
register_b.q	4
rrrreg.q	4
register_e.q	1
register_a.q	4
## critical path: stages (launching register included)
cell	delay [ns]
dfrtp_1	0.43
ha_1	0.27
clkdlybuf4s50_1	0.51
## cell type report
class                   instances  area [um^2]  share of cell area
repair buffers                 16        160.2              0.1647
inverters                       6        22.52             0.02317
flip-flops and latches         16        400.4              0.4118
well taps                      77        96.34             0.09910
multi-input cells              19        237.7              0.2445
clock buffers                   4        55.05             0.05663
## placed cells by master (no fill, tap or decap)
cell,netlist,layout
mux2i_1,1,1
ha_1,1,1
mux4_2,2,2
inv_1,6,6
mux2_2,12,12
xnor2_1,1,1
nor2b_1,1,1
clkbuf_8,0,4
fa_1,1,1
dfrtp_1,16,16
clkdlybuf4s50_1,0,16
## stage by stage
| stage | setup slack [ns] | total power, uW | cell area (um^2) | std cells |
|---|---|---|---|---|
| after detailed placement | 1.167 | 332.5 | 917.1 | 134 |
| after floorplan | 1.439 | 284.8 | 665.6 | 42 |
| after global placement | 1.219 | 330.0 | 917.1 | 134 |
| after global routing | 0.8100 | 546.5 | 972.2 | 138 |
| final | 0.9362 | 510.6 | 972.2 | 138 |
| after CTS | 0.8990 | 520.2 | 972.2 | 138 |
## kinds of logic (layout without fill, tap and decap cells)
family / Yosys count / in the layout / synth area share
simple gates: 1 / 1 / 0.009405
flops: 16 / 16 / 0.6015
fa+ha+maj: 2 / 2 / 0.04887
mux: 15 / 15 / 0.2857
buf+inv: 7 / 26 / 0.04134
xor+xnor: 1 / 1 / 0.01316
## per-layer routing
| layer | global-route usage | up-vias |
|---|---|---|
| li1 | - | 179 |
| met1 | 0.03993 | 181 |
| met2 | 0.03335 | 17 |
| met3 | 0.02429 | 0 |
| met4 | 0.001087 | 0 |
| met5 | 0 | - |
## where the power goes
group | internal (uW) | total [uW] | switching, uW | leakage (uW)
registers | 239 | 253 | 13.5 | 0.000189
clock network | 116 | 184 | 68.2 | 0.0000288
logic | 52.3 | 73.4 | 21.1 | 0.000182
Power is estimated from default activity; no workload was simulated.
