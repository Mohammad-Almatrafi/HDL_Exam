[design.v]
`timescale 1ns / 1ps
module nbitAdder #(
    parameter bits = 8
) (
    input logic [bits-1:0] a,
    input logic [bits-1:0] b,
    input logic cin,
    output logic [bits-1:0] y,
    output logic cOut
);
  assign {cOut, y} = a + b + cin ;
endmodule
module uTask3 (
    a,
    b,
    cin,
    sum,
    cout
);
  input logic [7:0] a, b;
  output logic [7:0] sum;
  input logic cin;
  output logic cout;
  logic internalWire;
  nbitAdder #(
      .bits(4)
  ) adder1 (
      .a(a[3:0]),
      .b(b[3:0]),
      .cin(cin),
      .y(sum[3:0]),
      .cOut(internalWire)
  );
  nbitAdder #(
      .bits(4)
  ) adder2 (
      .a(a[7:4]),
      .b(b[7:4]),
      .cin(internalWire),
      .y(sum[7:4]),
      .cOut(cout)
  );
endmodule
[run.sh]
#!/bin/bash
# OpenROAD 26Q1-2900-gdf79404cd8, Yosys 0.63+post, stock flow scripts
make -C /OpenROAD-flow-scripts/flow DESIGN_CONFIG=/design/flow/config.mk WORK_HOME=/design/flow/orfs finish
[config.mk]
export PLATFORM = sky130hd
export DESIGN_NAME = uTask3
export DESIGN_NICKNAME = uTask3
export VERILOG_FILES = /design/flow/design.v
export SDC_FILE = /design/flow/constraint.sdc
export NUM_CORES = 4
export LEC_CHECK = 1
export CORE_AREA = 10 10 70 70
export DIE_AREA = 0 0 80 80
[constraint.sdc]
current_design uTask3

set clk_period 7.7
set clk_io_pct 0.2

create_clock -name clk0 -period $clk_period

set non_clock_inputs [all_inputs -no_clocks]
set_input_delay [expr $clk_period * $clk_io_pct] -clock clk0 $non_clock_inputs
set_output_delay [expr $clk_period * $clk_io_pct] -clock clk0 [all_outputs]
==> impl_metrics.csv <==
group,metric,value,unit
yosys,synth_top_cell_by_count,"sky130_fd_sc_hd__inv_1",
yosys,syn_inst,32,
grt,global_route.usage.total,2.57,%
floorplanning,floorplan.rows,21,
pwr,switchingPower,0.0132,mW
placement,gp_congestion,0.734,
drt,drc,0,
cells_and_area,register_area,0,sq um
drt,ant_nets,0,
critical_path,critical_path.endpoint_type,"primary output",
grt,total_overflow_reported_by_the_global_router,0,
grt,first_global_vias,333,
yosys,post_synth.cell_area_avg,8.88,sq um
critical_path,critical_path.top_delay_family,"adder cells",
final_timing,finalHoldViolations,0,
cts,postCtsHoldBufs,0,
drt,route.final.wire_length,906,um
floorplanning,die-area,6400,sq um
cells_and_area,post_route_cells_drive_above_1_share,1.72,%
floorplanning,fp_util,8.32,%
yosys,synth_cell_types,12,
placement,detailed_place_hpwl,860,um
final_timing,min_period,5.97,ns
final_timing,timing.fmax,167,MHz
pwr,pwr-share-comb,100.0,%
cts,postCtsResizedCells,0,
floorplanning,die_h,80,um
pwr,netSwitchingFraction,29.5,%
final_timing,timing.slew.headroom,87.9,%
job,log.warning_count,32,
yosys,cell_type_with_the_highest_aggregate_area_in_the_netlist,"sky130_fd_sc_hd__fa_1",
cells_and_area,final_core_utilization,17.6,%
floorplanning,ios,26,
drt,dr.first_iter.drc_count,1,
critical_path,critPathLaunchType,"primary input",
yosys,synth.top_cells.by_count,"sky130_fd_sc_hd__inv_1, sky130_fd_sc_hd__ha_1, sky130_fd_sc_hd__fa_1, sky130_fd_sc_hd__a21o_1, sky130_fd_sc_hd__xnor2_1",
final_timing,final_setup_tns,0,ns
drt,antenna_cells_inserted,0,
critical_path,crit_path_cell_chain,"clkdlybuf4s50_1 -> inv_1 -> fa_1 -> inv_1 -> fa_1 -> a21o_2 -> a21o_1 -> fa_1 -> inv_1 -> fa_1 -> inv_1 -> clkdlybuf4s50_1",
critical_path,critical_path.slowest_cell,"sky130_fd_sc_hd__clkdlybuf4s50_1",
drt,vias_per_cell,2.82,
grt,global_route.usage.met3,1.59,%
floorplanning,die_x,80,um
cts,post_cts_buffers,0,
grt,maximum_number_of_pins_on_one_net_before_global_route_repair,5,
worst_hold_path,hold_path_class,"in2out",
grt,most_heavily_used_metal_layer_in_global_routing,"met1",
grt,groute.layer.met1.usage,3.54,%
critical_path,crit_arrival,4.43,ns
cells_and_area,n_sequential_cell,0,
floorplanning,fp.coreArea,3420,sq um
pwr,intPower,0.0315,mW
final_timing,worst_slew_pin_slew,0.181,ns
drt,dr_total_vias,293,
yosys,yosysChipArea,284,sq um
pwr,power.sequential.fraction,0,%
cells_and_area,area_delta_synth_final,112,%
pwr,max-vdd-ir-drop,0.0284,mV
final_timing,finalMaxSlewViolations,0,
final_timing,setup_viol_count_final,0,
critical_path,critPathKind,"in2out",
pwr,leakage,0.276,nW
yosys,synth_largest_type_area_fraction,28.2,%
pwr,cellPowerDensity,74.3,nW/um^2
placement,placement.io_buffers,26,
critical_path,cp.buffers_inverters,6,
cells_and_area,nClkBuffers,0,
yosys,netlist_area,284,sq um
pwr,clock_power_share,0,%
grt,use_met2,3.53,%
job,max-cap-violations,0,
grt,first_pass_grt_wire_length,1390,um
critical_path,cpPeakStageDelay,0.46,ns
yosys,synth_sequential_area_ratio,0,%
yosys,synth_warnings,0,
status,run_status,"complete, no violations",
critical_path,worst-path-max-fanout,2,
drt,routedWlPerCell,8.71,um
final_timing,final.period_utilization,77.6,%
final_timing,fin_worst_hold_slack,4.13,ns
grt,grt_antenna_before_repair,0,
final_timing,rsz0062_at_grt,"false",
yosys,yosysCellCount,32,
yosys,synth.top_cells.by_area,"sky130_fd_sc_hd__fa_1, sky130_fd_sc_hd__ha_1, sky130_fd_sc_hd__inv_1, sky130_fd_sc_hd__xnor2_1, sky130_fd_sc_hd__a21o_1",
critical_path,worst-endpoint-required,6.16,ns
drt,detail_route.first_pass.iterations,2,
-- cell usage in the layout (no fill, tap or decap), drive strengths merged --
master         Yosys  routed
ha                 6       6
a21oi              1       1
xor2               1       1
xnor2              3       3
a31oi              1       1
clkdlybuf4s50      0      26
a21o               4       4
nor2b              1       1
nand2b             1       1
o21ai              1       1
inv                9       9
fa                 4       4
-- logic make-up after synthesis --
family	count (synthesis)	share of synthesized area [%]
AND-OR/OR-AND	7	16.7
XOR/XNOR	4	12.3
adder cells (fa/ha/maj)	10	54.6
buffers and inverters	9	11.9
AND/OR/NAND/NOR	2	4.41
-- through the flow --
step,worst slack (ns),instances,power [mW],area [sq um]
3_5_place_dp,1.69,104,0.0456,602
6_report,1.73,104,0.0447,602
2_1_floorplan,2.73,32,0.0139,284
5_1_grt,1.44,104,0.0506,602
3_3_place_gp,1.71,104,0.0451,602
4_1_cts,1.68,104,0.0462,602
-- routing by layer --
metal	vias to the layer above	part of all wire [%]
met5	-	0
met3	0	20
met1	115	48
met4	0	0
met2	24	32
li1	154	-
-- worst paths after layout --
| check | startpoint | end | slack, ns | cells past startpoint |
|---|---|---|---|---|
| hold / removal | cin | sum[0] | 4.13 | 5 |
| setup / recovery | a[0] | sum[5] | 1.73 | 12 |
-- power by group through the flow --
stage / Combinational [mW] / Sequential, mW / Clock, mW
global route: 0.0506 / 0 / 0
CTS: 0.0462 / 0 / 0
finish: 0.0447 / 0 / 0
-- cell type report --
| cell class | instances | area [sq um] |
|---|---|---|
| inverter | 9 | 33.8 |
| timing repair buffer | 26 | 260 |
| fill | 389 | 2810 |
| tap | 46 | 57.6 |
| multi-input combinational | 23 | 250 |
No activity file was given, so power comes from the tool's default toggle rates.
